==> flow/design.v <==
module register (
    input in,
    input clr,
    output reg out
);
    initial begin
        out = 0;
    end
    always @(*) begin
        if (clr)
            out = 0;
        else if (in)
            out = 1;
    end
endmodule
module elevator (
    input F1, F2, F3, F4,
    input U1, U2, U3, U4,
    input D1, D2, D3, D4,
    input S1, S2, S3, S4,
    input CLK, RESET,
    output [1:0] AC, 
    output [2:0] DISP,
    output Open
);
reg [1:0] counter;
reg [2:0] state;
wire F1_, F2_, F3_, F4_;
wire U1_, U2_, U3_, U4_;
wire D1_, D2_, D3_, D4_;
reg clrF1, clrF2, clrF3, clrF4;
reg clrU1, clrU2, clrU3, clrU4;
reg clrD1, clrD2, clrD3, clrD4;
register regF1(.in(F1), .clr(clrF1), .out(F1_));
register regF2(.in(F2), .clr(clrF2), .out(F2_));
register regF3(.in(F3), .clr(clrF3), .out(F3_));
register regF4(.in(F4), .clr(clrF4), .out(F4_));
register regU1(.in(U1), .clr(clrU1), .out(U1_));
register regU2(.in(U2), .clr(clrU2), .out(U2_));
register regU3(.in(U3), .clr(clrU3), .out(U3_));
register regU4(.in(U4), .clr(clrU4), .out(U4_));
register regD1(.in(D1), .clr(clrD1), .out(D1_));
register regD2(.in(D2), .clr(clrD2), .out(D2_));
register regD3(.in(D3), .clr(clrD3), .out(D3_));
register regD4(.in(D4), .clr(clrD4), .out(D4_));
wire B1, B2, B3, B4, NB;
assign B1 = F1_ | U1_ | D1_;
assign B2 = F2_ | U2_ | D2_;
assign B3 = F3_ | U3_ | D3_;
assign B4 = F4_ | U4_ | D4_;
assign NB = ~(B1 | B2 | B3 | B4);
assign DISP = (S1 == 1) ? 1 : ((S2 == 1) ? 2 : ((S3 == 1) ? 3 : 4));
assign AC = (state > 2) ? 2 : state;
assign Open = (state == 4 || state == 5);
initial begin
    clrF1 <= 0; clrF2 <= 0; clrF3 <= 0; clrF4 <= 0;
    clrU1 <= 0; clrU2 <= 0; clrU3 <= 0; clrU4 <= 0;
    clrD1 <= 0; clrD2 <= 0; clrD3 <= 0; clrD4 <= 0;
    counter <= 0;
    state <= 2;
end
always @(posedge CLK) begin
    if (Open == 1)
        counter <= counter + 1;
    else
        counter <= 0;
end
always @(posedge CLK or negedge RESET) begin
    if (!RESET) begin 
        {clrF1, clrF2, clrF3, clrF4} <= 4'b1111;
        {clrU1, clrU2, clrU3, clrU4} <= 4'b1111;
        {clrD1, clrD2, clrD3, clrD4} <= 4'b1111;
        state <= 2;
    end
    else begin
        case (state) 
            0: begin   
                if ((S2 && (!F2_ && !U2_ && (B3 || B4))) ||
                    (S3 && (!F3_ && !U3_ && B4)))
                    state <= 0;
                else if ((S2 && (F2_ || U2_ || (!B3 && !B4 && D2_))) ||
                        (S3 && (F3_ || U3_ || (!B4 && D3_))))
                    state <= 2;
                else if (S4 && (B4))
                    state <= 3;
            end
            1: begin   
                if ((S3 && (!F3_ && !D3_ && (B1 || B2))) ||
                    (S2 && (!F2_ && !D2_ && B1)))
                    state <= 1;
                else if ((S3 && (F3_ || D3_ || (!B1 && !B2 && U3_))) ||
                        (S2 && (F2_ || D2_ || (!B1 && U2_))))
                    state <= 3;
                else if (S1 && (B1))
                    state <= 2;
            end
            2: begin   
                {clrF1, clrU1, clrD1} = 3'b000;
                {clrF2, clrU2, clrD2} = 3'b000;
                {clrF3, clrU3, clrD3} = 3'b000;
                if (NB)
                    state <= 2;
                else if ((S1 && B1) || (S2 && B2) || (S3 && B3))
                    state <= 4;
                else if ((S2 && !B2 && !B3 && !B4 && (B1)) || 
                        (S3 && !B3 && !B4 && (B1 || B2)))
                    state <= 3;
                else if ((S1 && !B1 && (B2 || B3 || B4)) ||
                        (S2 && !B2 && (B3 || B4)) || 
                        (S3 && !B3 && (B4)))
                    state <= 0;
            end
            3: begin   
                {clrF2, clrU2, clrD2} = 3'b000;
                {clrF3, clrU3, clrD3} = 3'b000;
                {clrF4, clrU4, clrD4} = 3'b000;
                if (NB)
                    state <= 3;
                else if ((S2 && B2) || (S3 && B3) || (S4 && B4))
                    state <= 5;
                else if ((S2 && !B2 && !B1 && (B3 || B4)) ||
                        (S3 && !B3 && !B2 && !B1 && (B4)))
                    state <= 2;
                else if ((S2 && !B2 && (B1)) ||
                        (S3 && !B3 && (B1 || B2)) ||
                        (S4 && !B4 && (B1 || B2 || B3)))
                    state <= 1;
            end
            4: begin  
                wait(counter == 3)
                if (S1)
                    {clrF1, clrU1, clrD1} = 3'b111;
                else if (S2)
                    {clrF2, clrU2, clrD2} = 3'b111;
                else if (S3)
                    {clrF3, clrU3, clrD3} = 3'b111;
                state <= 2;
            end
            5: begin  
                wait(counter == 3)
                if (S2)
                    {clrF2, clrU2, clrD2} = 3'b111;
                else if (S3)
                    {clrF3, clrU3, clrD3} = 3'b111;
                else if (S4)
                    {clrF4, clrU4, clrD4} = 3'b111;
                state <= 3;
            end
        endcase
    end
end
endmodule
==> flow/run.sh <==
#!/bin/bash
# OpenROAD 26Q1-2900-gdf79404cd8, Yosys 0.63+post, stock flow scripts
make -C /OpenROAD-flow-scripts/flow DESIGN_CONFIG=/design/flow/config.mk WORK_HOME=/design/flow/orfs finish
==> flow/config.mk <==
export PLATFORM = sky130hd
export DESIGN_NAME = elevator
export DESIGN_NICKNAME = elevator
export VERILOG_FILES = /design/flow/design.v
export SDC_FILE = /design/flow/constraint.sdc
export NUM_CORES = 4
export LEC_CHECK = 1
export CORE_AREA = 10 10 93 93
export DIE_AREA = 0 0 103 103
export SYNTH_HDL_FRONTEND = slang
==> flow/constraint.sdc <==
current_design elevator

set clk_period 2.1
set clk_io_pct 0.2

create_clock -name clk0 -period $clk_period [get_ports {CLK}]

set non_clock_inputs [all_inputs -no_clocks]
set_input_delay [expr $clk_period * $clk_io_pct] -clock clk0 $non_clock_inputs
set_output_delay [expr $clk_period * $clk_io_pct] -clock clk0 [all_outputs]
==> results.toml <==
# physical design summary
[outcome]
run_status = "finished clean"

[floorplanning]
fp-row-count = 30
die_h_microns = 103
die_area_sq_um = 10600
fp_util_pct = 13.0
core_area_sq_um = 6760
die_w_microns = 103
io_pins = 24

[placement]
portBuffers = 23
dpl_cell_area_sq_um = 1250
dp_hpwl_microns = 2180
place_congestion = 0.927

[worst_setup_path]
slowest_delay_ns = 0.42
r2r_start = "state[1]"
reg2reg_slack_ns = 0.23
path_cells = "dlygate4sd2_1 > nor2b_2 > or2_2 > clkdlybuf4s50_1"
r2r_end = "state[1]"
arrival_ns = 1.59
crit_path_end_kind = "output port"
cpMaxStageDelayCell = "clkdlybuf4s50_1"
crit_path_max_fanout = 6
crit_type = "primary input to output port"
reg2regPathDepth = 6
cp.required_ns = 1.68
start_kind = "primary input"

[yosys]
ys_warn_count = 0
async_flop_share_pct = 33.3
yosys_area_sq_um = 881
mux_share_pct = 1.14
syn_inst = 107
synth-main-ff-cell = "dlxtp_1"
avgSynthCellArea_sq_um = 8.23
simple_gate_area_share_pct = 33.8
ys_ff = 18
synth_compound_gate_area_share_pct = 23.0
xor_share_pct = 0
ys_cells = 107
ys_sh_adder_pct = 0
edf_count = 0
synth.distinct_cells = 37
syn_area_sq_um = 881
synthTopLogicFamily = "simple AND/OR/NAND/NOR gates"

[detailed_routing]
diodes = 0
drt_pass1_iterations = 4
ant_nets = 0
drcViolationCount = 0
wl_per_cell_microns = 11.7
viasPerCell = 4.05
num_vias = 878
drt-initial-drc-count = 92
drt_wl_total_microns = 2530

[final_timing]
setup_viol = 0
hold_slack_ns = 0.473
drv_slew = 0
rsz0062_at_grt = "no"
layout_min_cycle_time_ns = 2.01
worst_slew_pin_slew_ns = 0.531
final_hold_viol_count = 0
untimed_endpoints = 12
slew_headroom_pct = 64.3
max_freq_ghz = 0.497
fin_skew_ns = 0.00364
tns_ns = 0
period_used_pct = 95.8
unclocked_pins = 12

[hold_path]
hold_class = "primary input to asynchronous set/reset pin"

[global_routing]
grt.total_usage_pct = 5.02
grt_pass1_wl_microns = 4190
grt_pass1_vias = 865
overflow = 0
antenna_found_initial = 0
grt_max_degree = 10

[power_and_ir_drop]
p_per_area_nw_per_um2 = 619
irDropWorstVdd_mv = 0.180
power.leakage_nw = 0.495
fin_total_pwr_w = 0.000808

[cts]
cts_hold_buf = 0
cts_buffers = 3
cts_buffer_depth = 2
htreeDepth = 1
cts_tree = "built"
clkTransAtPathRegs_ns = 0.04
cts-root-buf = "clkbuf_8"
clock_latency_ns = 0.22

[cells_and_area]
largest_reg_flops = 3
fin_area_sq_um = 1310
registers.top_by_ff_count = "state"
drive_gt1_share_pct = 26.3
syn_to_final_growth_pct = 48.2
nFillCells = 755

[job]
tool_warnings = 25
drv_cap = 0
==> power by group <==
group / total [W] / switching [W] / internal [W] / leakage, nW
clock network: 0.000179 / 0.0000551 / 0.000124 / 0.0216
registers: 0.000177 / 0.0000180 / 0.000159 / 0.167
logic: 0.000452 / 0.000198 / 0.000254 / 0.307
==> kinds of logic after synthesis <==
kind of cell           count (synthesis)
AND/OR/NAND/NOR                       52
multiplexers                           1
flip-flops                             6
latches                               12
AND-OR/OR-AND                         27
buffers and inverters                  9
==> worst max-delay path, delay by kind of cell <==
family,cells,cell delay (ns)
buf+inv,2,0.70
simple gates,2,0.46
==> final cells by class <==
cell class	count	area, sq um	share of cell area [%]
inverter	5	18.8	1.44
sequential	18	335	25.7
tap	80	100	7.67
timing repair buffer	31	287	22.0
clock buffer	3	41.3	3.16
multi-input combinational	80	523	40.1
==> layout by cell type, fill, tap and decap left out, types with 3 or more instances in the layout <==
cell type         n
clkdlybuf4s50_1  20
nor3_1            5
a21oi_1           6
nor2b_1           3
dlygate4sd2_1     3
nor2_1           12
or3_1             4
o21ai_0           4
nand3_1           3
dlxtp_1          12
dfstp_2           4
buf_4             8
clkbuf_8          3
or2_2            13
inv_1             5
==> worst max-delay path by stage <==
stage,startpoint,end,slack (ns),depth (start not counted)
final,S3,DISP[0],0.09,4
after global routing,state[2],AC[0],0.01,4
after CTS,state[2],AC[0],0.05,4
==> synth_stat cells (2+ instances only) <==
master / number / area, sq um
and2_1: 2 / 12.5
o31ai_1: 2 / 15.0
nor2b_1: 4 / 25.0
a32oi_1: 2 / 17.5
dfrtp_1: 2 / 50.1
nor2_1: 12 / 45.0
nor3_1: 5 / 25.0
inv_1: 5 / 18.8
clkbuf_1: 3 / 11.3
or3_1: 4 / 25.0
nand3_1: 3 / 15.0
o21ai_0: 4 / 20.0
dfstp_2: 4 / 105
a21oi_1: 6 / 30.0
dlxtp_1: 12 / 180
or2_2: 15 / 93.8
nand2_1: 2 / 7.51
==> routing by layer <==
| layer | share of wire [%] | wire length, microns | vias to the layer above | GRT usage, % |
|---|---|---|---|---|
| li1 | - | - | 444 | - |
| met1 | 45 | 1140 | 393 | 6.78 |
| met2 | 43 | 1100 | 39 | 7.65 |
| met3 | 11 | 283 | 2 | 2.10 |
| met4 | 0.32 | 8 | 0 | 0.321 |
| met5 | 0 | 0 | - | 0 |
==> repair_timing <==
action / CTS / global route
resized: 6 / 1
hold endpoints to repair: 0 / 0
endpoints found under the setup margin: 4 / 1
setup buffers: 1 / 0
==> stage by stage <==
step	util, %	instances	worst slack [ns]
after floorplan	-	107	0.238
after global placement	18.5	213	-0.135
after detailed placement	18.5	213	-0.149
after CTS	19.2	217	0.0518
after global routing	19.3	217	0.0113
final	19.3	217	0.0874
Power figures rest on the tool's default switching activity, not on a simulated workload.
